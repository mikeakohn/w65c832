==> design.v <==
module sd_card
(
  input [23:0] address,
  output reg [7:0] data_out,
  output reg busy,
  output reg spi_cs,
  output reg spi_clk,
  output reg spi_do,
  output reg [7:0] load_count,
  input  spi_di,
  input  enable,
  input  clk,
  input  reset
);
parameter STATE_INIT         = 0;
parameter STATE_SEND_RESET   = 1;
parameter STATE_SEND_INIT    = 2;
parameter STATE_CLOCK_0      = 3;
parameter STATE_CLOCK_0A     = 4;
parameter STATE_CLOCK_1      = 5;
parameter STATE_CLOCK_1A     = 6;
parameter STATE_IDLE         = 7;
parameter STATE_SD_COMMAND   = 8;
parameter STATE_START_SECTOR = 9;
parameter STATE_READ_SECTOR  = 10;
parameter STATE_FINISH       = 11;
reg [7:0] memory [511:0];
reg [3:0] state = STATE_INIT;
reg [3:0] next_state;
reg [3:0] cmd_return_state;
reg [3:0] cmd_count;
reg [8:0] mem_count;
reg [7:0] command [7:0];
reg [3:0] init_count;
reg [7:0] rx_buffer;
reg [7:0] tx_buffer;
reg [2:0] bit_count;
reg [5:0] bit_delay;
reg [5:0] bit_delay_max;
reg [15:0] current_page;
wire [14:0] page;
assign page = address[23:9];
always @(posedge clk) begin
  if (reset == 1) begin
    busy       <= 0;
    spi_cs     <= 1;
    init_count <= 10;
    load_count <= 0;
    current_page <= 16'h8000;
    bit_delay_max <= 60;
    state <= STATE_INIT;
  end else if (enable == 1) begin
    if (current_page == { 1'b0, page }) begin
      busy <= 0;
      data_out <= memory[address[8:0]];
    end else begin
      case (state)
        STATE_INIT:
          begin
            init_count <= init_count - 1;
            next_state <= STATE_INIT;
            busy <= 1;
            if (init_count == 0) begin
              cmd_count  <= 0;
              state      <= STATE_SEND_RESET;
            end else begin
              tx_buffer  <= 8'hff;
              bit_count  <= 0;
              state      <= STATE_CLOCK_0;
            end
          end
        STATE_SEND_RESET:
          begin
            command[0] <= 8'h40;
            command[1] <= 8'h00;
            command[2] <= 8'h00;
            command[3] <= 8'h00;
            command[4] <= 8'h00;
            command[5] <= 8'h95;
            command[6] <= 8'hff;
            command[7] <= 8'hff;
            cmd_return_state <= STATE_SEND_RESET;
            if (cmd_count[3] == 1) begin
              if (rx_buffer == 8'h01)
                state <= STATE_SEND_INIT;
              cmd_count <= 0;
              spi_cs    <= 1;
            end else begin
              spi_cs <= 0;
              state  <= STATE_SD_COMMAND;
            end
          end
        STATE_SEND_INIT:
          begin
            command[0] <= 8'h41;
            command[1] <= 8'h00;
            command[2] <= 8'h00;
            command[3] <= 8'h00;
            command[4] <= 8'h00;
            command[5] <= 8'h00;
            cmd_return_state <= STATE_SEND_INIT;
            if (cmd_count[3] == 1) begin
              if (rx_buffer[0] == 1'b0) begin
                state <= STATE_IDLE;
              end
              cmd_count <= 0;
              spi_cs    <= 1;
              spi_do    <= 0;
            end else begin
              spi_cs <= 0;
              state  <= STATE_SD_COMMAND;
            end
          end
        STATE_CLOCK_0:
          begin
            spi_clk <= 0;
            tx_buffer <= tx_buffer << 1;
            spi_do <= tx_buffer[7];
            bit_count <= bit_count + 1;
            bit_delay <= 0;
            state <= STATE_CLOCK_0A;
          end
        STATE_CLOCK_0A:
          begin
            bit_delay <= bit_delay + 1;
            if (bit_delay == bit_delay_max)
              state <= STATE_CLOCK_1;
          end
        STATE_CLOCK_1:
          begin
            spi_clk <= 1;
            rx_buffer <= { rx_buffer[6:0], spi_di };
            bit_delay <= 0;
            state <= STATE_CLOCK_1A;
          end
        STATE_CLOCK_1A:
          begin
            bit_delay <= bit_delay + 1;
            if (bit_delay == bit_delay_max) begin
              if (bit_count == 0) begin
                state <= next_state;
                spi_clk <= 0;
              end else begin
                state <= STATE_CLOCK_0;
              end
            end
          end
        STATE_IDLE:
          begin
            if (enable) begin
              busy      <= 1;
              spi_cs    <= 0;
              bit_delay_max <= 0;
              command[0] <= 8'h51;
              command[1] <= 8'h00;
              command[2] <= address[23:16];
              command[3] <= { address[15:9], 1'b0 };
              command[4] <= 8'h00;
              command[5] <= 8'h00;
              load_count <= load_count + 1;
              cmd_count        <= 0;
              cmd_return_state <= STATE_START_SECTOR;
              next_state       <= STATE_SD_COMMAND;
              state <= STATE_SD_COMMAND;
            end
          end
        STATE_SD_COMMAND:
          begin
            next_state <= STATE_SD_COMMAND;
            if (cmd_count[3] == 1) begin
              tx_buffer <= 8'hff;
              state <= cmd_return_state;
            end else begin
              tx_buffer <= command[cmd_count];
              state <= STATE_CLOCK_0;
            end
            cmd_count <= cmd_count + 1;
          end
        STATE_START_SECTOR:
          begin
            if (rx_buffer == 8'hfe) begin
              mem_count  <= 0;
              next_state <= STATE_READ_SECTOR;
            end else begin
              next_state <= STATE_START_SECTOR;
            end
            tx_buffer <= 8'hff;
            state <= STATE_CLOCK_0;
          end
        STATE_READ_SECTOR:
          begin
            memory[mem_count] <= rx_buffer;
            tx_buffer <= 8'hff;
            if (mem_count == 511)
              state <= STATE_FINISH;
            else
              state <= STATE_CLOCK_0;
            mem_count <= mem_count + 1;
          end
        STATE_FINISH:
          begin
            current_page <= { 1'b0, page };
            spi_cs <= 1;
            spi_do <= 0;
            state  <= STATE_IDLE;
          end
      endcase
    end
  end
end
endmodule
==> run.sh <==
#!/bin/bash
# OpenROAD 26Q1-2900-gdf79404cd8, Yosys 0.63+post, stock flow scripts
make -C /OpenROAD-flow-scripts/flow DESIGN_CONFIG=/design/flow/config.mk WORK_HOME=/design/flow/orfs finish
==> config.mk <==
export PLATFORM = sky130hd
export DESIGN_NAME = sd_card
export DESIGN_NICKNAME = sd_card
export VERILOG_FILES = /design/flow/design.v
export SDC_FILE = /design/flow/constraint.sdc
export NUM_CORES = 4
export LEC_CHECK = 1
export CORE_UTILIZATION = 30
==> constraint.sdc <==
current_design sd_card

set clk_period 16.4
set clk_io_pct 0.2

create_clock -name clk0 -period $clk_period [get_ports {clk}]

set non_clock_inputs [all_inputs -no_clocks]
set_input_delay [expr $clk_period * $clk_io_pct] -clock clk0 $non_clock_inputs
set_output_delay [expr $clk_period * $clk_io_pct] -clock clk0 [all_outputs]
==> flow_metrics.env <==
# physical design summary
export IMPL_status="finished, final reports clean"
export IMPL_worstSetupEndpointType="register"
export IMPL_crit_path_top_delay_cell="nand4_1"
export IMPL_fmax_mhz=118.5
export IMPL_cts_buffers=409
export IMPL_critical_path_top_delay_family="buffers and inverters"
export IMPL_postCtsSetupBuffers=0
export IMPL_cts_sinks=4202
export IMPL_min_path_type="reg2reg"
export IMPL_finalHoldViolCount=0
export IMPL_yosysWarnings=2
export IMPL_grt_pass1_wl_mm=640.3
export IMPL_clk_latency_ps=990
export IMPL_crit_type="in2reg"
export IMPL_drt_pass1_iter_count=6
export IMPL_flop_cell="edfxtp_1"
export IMPL_combPwrFrac_pct=4.0
export IMPL_hpwl_mm=277.5
export IMPL_layout_setup_ws_ps=7959
export IMPL_ys_seq_share_pct=75.67
export IMPL_finalCritPeriodShare_pct=51.47
export IMPL_leakagePower_nw=57.93
export IMPL_switching_share_pct=20.90
export IMPL_yosys_stat_cells=8564
export IMPL_avgSynthCellArea_um2=19.42
export IMPL_core_area_um2=552300
export IMPL_max_slew_margin_pct=12.77
export IMPL_pwr_density_cell_nw_per_um2=115.2
export IMPL_grtUsageTotal_pct=16.74
export IMPL_drive_above_1_share_pct=18.52
export IMPL_edf_count=4167
export IMPL_worstPathMaxFanout=83
export IMPL_maxCapViolations=0
export IMPL_p_sw_mw=4.526
export IMPL_die_area_um2=557300
export IMPL_via_per_inst=5.164
export IMPL_cts_buffer_depth=4
export IMPL_grt_pass1_vias=92690
export IMPL_vias=84580
export IMPL_grt_max_degree=132
export IMPL_worst_path_most_repeated_cell="buf_4"
export IMPL_ant_nets=0
export IMPL_worst_pin_slew_ps=1306
export IMPL_finalWeightedCongestion=0.9623
export IMPL_wl_per_cell_um=26.87
export IMPL_yosysChipArea_um2=166300
export IMPL_fillCellCount=50240
export IMPL_finClkSkew_ps=59.98
export IMPL_setup_tns_ps=0
export IMPL_synth_area_um2=166300
export IMPL_ir_worst_vdd_mv=0.09609
export IMPL_io_buffers=47
export IMPL_pwr_share_clk_pct=42.2
export IMPL_cp_arrival_ps=9140
export IMPL_setup_viol=0
export IMPL_crit_buf_inv=5
export IMPL_drc=0
export IMPL_cts_tree="done"
export IMPL_synthArstFlopShare_pct=0
export IMPL_cts_repair_resize_count=0
export IMPL_area_delta_synth_final_pct=13.04
export IMPL_p_seq_share_pct=53.8
export IMPL_path_clk_slew_ps=60
export IMPL_numSynthFlops=4202
export IMPL_antenna_found_initial=13
export IMPL_critPathMaxStageDelay_ps=770
export IMPL_design_area_um2=188000
export IMPL_dp_slack_ps=6832
export IMPL_ys_types=81
export IMPL_placed_cell_area_um2=174900
export IMPL_grt_overflow_total=0
export IMPL_syn_inst=8564
export IMPL_cts_hold_buffers=0
export IMPL_tool_warnings=69
export IMPL_cts_htree_levels=5
export IMPL_rows=273
export IMPL_dr_first_iter_drc_count=6016
export IMPL_fin_crit_ps=8441
export IMPL_routed_wl_mm=440.1
export IMPL_maxSlewViolCount=0
export IMPL_io_pins=48
export IMPL_rsz0062_at_grt="false"
export IMPL_internal_power_mw=17.13
export IMPL_core_util_floorplan_pct=30.11
export IMPL_fin_total_pwr_mw=21.66
export IMPL_die_w_um=746.5
export IMPL_seq_area_um2=125800
export IMPL_logic_area_um2=37180
export IMPL_required_ps=17100
export IMPL_path_cells="buf_16, buf_4, buf_4, buf_4, buf_4, mux4_2, o22ai_1, o21ai_0, nand4_1, nand4_1, and3b_1"
export IMPL_fp_dieH_um=746.5
export IMPL_setup_worst_path_start_class="input port"
export IMPL_clock_tree_root_cell="clkbuf_16"
[area by class of cell]
cell class | instances | area share (%)
diodes | 14 | 0.01864
clock buffers | 505 | 5.720
clock inverters | 242 | 1.203
inverters | 26 | 0.05857
multi-input cells | 3785 | 19.78
flip-flops and latches | 4202 | 66.94
well taps | 7287 | 4.850
repair buffers | 318 | 1.434
[synth_stat cells (9+ instances only)]
cell type / n / area share (%)
clkbuf_1: 264 / 0.60
a221oi_1: 19 / 0.10
o221ai_1: 212 / 1.1
mux2i_1: 573 / 3.4
edfxtp_1: 4167 / 75
and2_1: 37 / 0.14
a21o_1: 16 / 0.072
a22oi_1: 18 / 0.081
dfxtp_1: 35 / 0.42
nand2_1: 286 / 0.65
o21ai_0: 81 / 0.24
buf_4: 50 / 0.23
buf_1: 42 / 0.095
mux4_2: 729 / 9.9
or3b_2: 10 / 0.053
o21ai_1: 9 / 0.027
buf_12: 22 / 0.26
ha_1: 20 / 0.15
xnor2_1: 11 / 0.058
buf_2: 87 / 0.26
mux4_1: 30 / 0.47
nand4bb_1: 9 / 0.061
nor2_1: 685 / 1.5
o211ai_1: 19 / 0.086
buf_8: 24 / 0.22
a21oi_1: 162 / 0.49
nand4_1: 48 / 0.18
nand2b_1: 25 / 0.094
nor4_1: 87 / 0.33
a32oi_1: 13 / 0.068
nand3_1: 74 / 0.22
or3_1: 25 / 0.094
buf_6: 57 / 0.39
a211oi_1: 67 / 0.30
a211o_1: 17 / 0.090
and3_1: 10 / 0.038
o22ai_1: 164 / 0.62
inv_1: 25 / 0.056
nor3_1: 116 / 0.35
a2111oi_0: 22 / 0.12
mux2_2: 44 / 0.30
nor2b_1: 20 / 0.075
xor2_1: 24 / 0.13
[worst paths after layout]
check | startpoint | end | slack [ps] | cells past startpoint
max | address[0] | data_out[4]$_DFFE_PP_ | 7960 | 11
min | current_page[15]$_SDFFE_PP1P_ | current_page[15]$_SDFFE_PP1P_ | 470 | 1
max reg2reg | state[1]$_SDFFE_PP0P_ | memory[458][6]$_DFFE_PP_ | 12240 | 7
min reg2reg | current_page[15]$_SDFFE_PP1P_ | current_page[15]$_SDFFE_PP1P_ | 470 | 1
[placed cells by master (no fill, tap or decap), types with 35 or more instances in the layout]
cell / count
nor3_1: 112
mux4_2: 729
nand4_1: 48
clkinv_2: 73
clkdlybuf4s50_1: 42
a211oi_1: 67
a21oi_1: 162
clkinv_1: 93
clkbuf_1: 87
mux2_2: 44
o221ai_1: 212
mux2i_1: 573
dfxtp_1: 35
nand2_1: 273
clkbuf_16: 415
o22ai_1: 164
nor4_1: 85
edfxtp_1: 4167
nand3_1: 70
and2_1: 37
buf_4: 258
o21ai_0: 81
nor2_1: 683
[through the flow]
step	hold WS (ps)	utilization, %	instances
global placement	434.8	31.67	15620
floorplan	426.9	-	8564
detailed placement	452.5	31.67	15620
global route	517.4	34.03	16370
finish	465.7	34.03	16380
CTS	466.3	34.03	16370
[cells by family (layout without fill, tap and decap cells)]
family	Yosys count	after routing	synth area share (%)
other	0	14	0
AOI/OAI and AO/OA	878	878	3.739
xor gates and xnor gates	35	35	0.1843
buffers and inverters	577	1091	2.121
adders and majority gates	20	20	0.1505
and+or+nand+nor	1476	1476	4.043
DFF	4202	4202	75.67
muxes	1376	1376	14.09
[power groups by stage]
stage	Combinational [mW]	Sequential, mW	Clock [mW]
4_1_cts	0.864	11.7	9.30
5_1_grt	0.922	11.6	9.70
6_report	0.865	11.7	9.14
[state kept, by name (all words and copies together), names as in the netlist]
name,cells
next_state,3
mem_count,9
bit_count,3
cmd_count,4
init_count,4
bit_delay,6
cmd_return_state,2
busy,1
tx_buffer,8
spi_clk,1
rx_buffer,8
load_count,8
current_page,16
spi_cs,1
command,18
spi_do,1
memory,4096
data_out,8
bit_delay_max,1
state,4
[layer usage]
metal | wire length (um) | track usage (%) | share of wire, %
met1 | 139300 | 17.86 | 32
met2 | 201400 | 24.89 | 46
met3 | 80860 | 13.90 | 18
met5 | 1023 | 1.621 | 0.23
met4 | 17560 | 4.947 | 4.0
